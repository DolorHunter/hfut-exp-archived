==> design/flow/design.v <==
module DataMemory(
    input wire clk,
    input wire WE,  
    input wire [15:0] address,
    input wire [15:0] write_data,
    output reg [15:0] read_data
);
    reg [15:0] Memory[1023:0];  
    integer i;
    initial begin
        read_data <= 0;
        for(i=0;i<1024;i=i+1) Memory[i] = i;
    end
    always@(posedge clk) begin
        if(WE == 1'b0)
            Memory[address] <= write_data;
        else
            read_data <= Memory[address];
    end
endmodule
==> design/flow/run.sh <==
#!/bin/bash
# OpenROAD 26Q1-2900-gdf79404cd8, Yosys 0.63+post, stock flow scripts
make -C /OpenROAD-flow-scripts/flow DESIGN_CONFIG=/design/flow/config.mk WORK_HOME=/design/flow/orfs finish
==> design/flow/config.mk <==
export PLATFORM = sky130hd
export DESIGN_NAME = DataMemory
export DESIGN_NICKNAME = DataMemory
export VERILOG_FILES = /design/flow/design.v
export SDC_FILE = /design/flow/constraint.sdc
export NUM_CORES = 4
export LEC_CHECK = 1
export CORE_UTILIZATION = 50
export SYNTH_MEMORY_MAX_BITS = 65536
==> design/flow/constraint.sdc <==
current_design DataMemory

set clk_period 57.7
set clk_io_pct 0.2

create_clock -name clk0 -period $clk_period [get_ports {clk}]

set non_clock_inputs [all_inputs -no_clocks]
set_input_delay [expr $clk_period * $clk_io_pct] -clock clk0 $non_clock_inputs
set_output_delay [expr $clk_period * $clk_io_pct] -clock clk0 [all_outputs]
==> flow_summary_export.csv <==
group,metric,value,unit
run_status,outcome,"finished with violations",
run_status,violations,"antenna violations",
pwr,pwr-share-seq,52.9,%
finish,layout_top_cells,"edfxtp_1 (16400), mux2i_1 (5364), buf_4 (2300)",
finish,fin_util,57.1,%
detailed_routing,dr.pass1.iters,12,
final_timing,finalSetupTns,0,ns
placed_design,post-place-ws,35.62,ns
min_path,holdPathStages,6,
detailed_routing,vias,321000,
pwr,power,24.8,mW
critical_path,crit_top_cell,"buf_4",
critical_path,path_buffers,12,
critical_path,critPathTopFamily,"buffers and inverters",
pwr,p_int,19.6,mW
placed_design,dp_cells,49200,
detailed_routing,drcViolationCount,0,
clock_tree,clockBufferDepth,6,
min_path,hold_path.class,"flop to flop",
yosys,yosysChipArea,626000,um2
yosys,synthCells,32100,
min_path,worstHoldStart,"Memory[651][3]$_DFFE_PP_",
clock_tree,htreeDepth,7,
min_path,holdPathEnd,"read_data[3]$_DFFE_PP_",
yosys,top_cells_by_area,"edfxtp_1 (79%), mux2i_1 (8.6%), mux4_2 (5.1%)",
critical_path,max_stage_delay,0.74,ns
pwr,power_leakage,236,nW
yosys,ys_seq_share,78.7,%
yosys,avgSynthCellArea,19.5,um2
clock_tree,post_cts_buffers,0,
clock_tree,cts_resized,0,
pwr,swShare,21.0,%
floorplan,fp_util,50.2,%
final_timing,fin_crit,20.94,ns
yosys,ys.warnings.count,1,
finish,final_cells,52600,
critical_path,reg2reg_setup_slack,53.17,ns
finish,finalInstanceArea,712000,um2
finish,drive_above_1_share,17.7,%
placed_design,port_buffers,43,
global_route,grt_pass1_vias,337000,
critical_path,crit_path_start_kind,"input pin",
critical_path,r2r-start,"Memory[397][4]$_DFFE_PP_",
final_timing,finalHoldViolCount,0,
pwr,clockPowerShare,42.6,%
run,warnings,96,
critical_path,crit_chain,"buf_16 -> buf_4 -> buf_4 -> buf_4 -> buf_4 -> buf_4 -> buf_4 -> buf_12 -> buf_4 -> buf_4 -> buf_4 -> mux2i_1 -> o22ai_1 -> nor3_1 -> nand3_1 -> nand3_1 -> nand4_1 -> buf_4 -> or4_1",
clock_tree,cts-buffers-inserted,1719,
floorplan,io_pins,50,
yosys,ys_types,58,
global_route,grt_util_all_layers,32.9,%
critical_path,crit_type,"input pin to flop",
critical_path,arrival,21.96,ns
floorplan,die_h,1120,um
critical_path,cp-startpoint,"address[1]",
critical_path,crit_path_top_delay_cell,"nand4_1",
placed_design,place.gp.congestion,0.925,
global_route,antenna_found_initial,162,
pwr,power_density,34.8,nW/um2
detailed_routing,wire_per_inst,34.9,um
clock_tree,cts_tree,"yes",
finish,area_growth,13.8,%
pwr,peakVddDrop,0.0299,mV
critical_path,cp_max_fo,89,
pwr,power.switching,5.20,mW
detailed_routing,viasPerCell,6.09,
critical_path,worstPathRequired,58.72,ns
final_timing,max_clock_freq,47.7,MHz
critical_path,rr_worst_depth,8,
finish,layout_top_cell,"edfxtp_1",
yosys,yosysCellCount,32100,
placed_design,place_area,658000,um2
run,max_cap_violations,0,
global_route,grt_max_degree,126,
clock_tree,cts-root-buf,"clkbuf_16",
final_timing,fin_ws,36.76,ns
detailed_routing,drt_iter0_markers,21900,
critical_path,timing.rr.end,"read_data[4]$_DFFE_PP_",
pwr,comb_power_share,4.5,%
yosys,async_reset_ff_share,0,%
floorplan,num_rows,410,
global_route,grt.overflow.total,0,
clock_tree,insertion_delay,1.36,ns
critical_path,end_kind,"flop",
final_timing,setup_violations,0,
detailed_routing,drt-total-wl,1840000,um
clock_tree,hold_buffers,0,
clock_tree,clk_pin_slew,0.06,ns
final_timing,drv_slew,0,
yosys,synth_flops,16400,
floorplan,die_w,1120,um
placed_design,dp_hpwl,1130000,um
finish,fillers,89500,
floorplan,die_area,1260000,um2
yosys,edf_count,16400,
final_timing,rsz0062_at_grt,"false",
yosys,ff_type,"edfxtp_1",
final_timing,hold_ws,1.10,ns
yosys,yosysTopAreaCell,"edfxtp_1",
final_timing,tightest_slew,1.40,ns
detailed_routing,ant_nets,1,
final_timing,fin_skew,0.154,ns
global_route,grt_pass1_wl,2550000,um
final_timing,period_used_share,36.3,%
clock_tree,clock_sinks,16400,
floorplan,core,1250000,um2
yosys,netlist.area_leader.share,78.7,%
yosys,netlist_area,626000,um2
final_timing,relSlewSlack,6.69,%
## Yosys cell counts (all sizes together) (64+ instances only)
| cell | instances |
|---|---|
| edfxtp | 16400 |
| mux2i | 5364 |
| o22ai | 2150 |
| nor2 | 1510 |
| mux4 | 1419 |
| clkbuf | 1062 |
| buf | 907 |
| nor4 | 554 |
| nand2 | 536 |
| a22oi | 404 |
| nand3 | 360 |
| o21ai | 355 |
| nand4 | 268 |
| nor3 | 212 |
| mux2 | 88 |
| a221oi | 64 |
## flip-flops by register name (all words and copies together), names as in the netlist
register,flops
Memory,16384
read_data,16
## area by class of cell
cell class | instances | area, um2 | area share, %
Multi-Input combinational cell | 13700 | 125000 | 17.6
Timing Repair Buffer | 2395 | 18900 | 2.65
Inverter | 7 | 41.3 | 0.00580
Antenna cell | 365 | 913 | 0.128
Clock inverter | 986 | 8400 | 1.18
Sequential cell | 16400 | 492000 | 69.2
Tap cell | 16700 | 20900 | 2.93
Clock buffer | 2067 | 44800 | 6.30
## worst max path at each step
stage                               endpoint  cells past startpoint
final                 read_data[4]$_DFFE_PP_                     19
after global routing  read_data[4]$_DFFE_PP_                     19
after CTS             read_data[4]$_DFFE_PP_                     19
## kinds of logic (layout without fill, tap and decap cells)
kind of cell / count (synthesis) / count (layout) / synth area share, %
AOI/OAI and AO/OA: 3310 / 3310 / 3.42
buffers and inverters: 1976 / 5455 / 1.37
DFF: 16400 / 16400 / 78.7
muxes: 6871 / 6871 / 13.8
other: 0 / 365 / 0
and+or+nand+nor: 3554 / 3554 / 2.66
## power by group through the flow
stage         sequential (mW)  combinational, mW  clock, mW
CTS                      13.1               1.10       10.7
finish                   13.1               1.11       10.6
global route             13.1               1.17       11.1
## worst register-to-register path, stage by stage, from the launching register on
cell      delay (ns)
edfxtp_1        0.36
mux2i_1         0.13
o22ai_1         0.10
nor4_1          0.67
nand3_1         0.48
nand3_1         0.67
nand4_1         0.76
buf_4           0.45
or4_1           0.60
## metal layers
layer	vias to the layer above	part of all wire, %	track usage [%]
met5	-	0.24	4.15
met4	188	5.2	13.3
met3	3495	21	29.3
met2	20700	45	43.9
met1	160000	29	38.1
li1	137000	-	-
Power figures rest on the tool's default switching activity, not on a simulated workload.
